<file path="design.v">
`timescale 1ns / 1ps
`default_nettype none
module lc4_divider(input  wire [15:0] i_dividend,
                   input  wire [15:0] i_divisor,
                   output wire [15:0] o_remainder,
                   output wire [15:0] o_quotient);
      wire [15:0] array_dividend  [0:16];
      wire [15:0] array_remainder [0:16];
      wire [15:0] array_quotient  [0:16];
      assign array_dividend[0]  = i_dividend;
      assign array_remainder[0] = 16'b0; 
      assign array_quotient[0]  = 16'b0;  
      genvar i;
      for(i = 0; i < 16; i = i + 1 ) begin
            lc4_divider_one_iter inst_div(
                  .i_dividend(array_dividend[i]),
                  .i_divisor(i_divisor),
                  .i_quotient(array_quotient[i]),
                  .i_remainder(array_remainder[i]),
                  .o_dividend(array_dividend[i+1]),
                  .o_quotient(array_quotient[i+1]),
                  .o_remainder(array_remainder[i+1])
            );
      end
      assign o_remainder = (i_divisor == 0) ? 16'b0 : array_remainder[16];
      assign o_quotient  = (i_divisor == 0) ? 16'b0 : array_quotient[16];
endmodule  
module lc4_divider_one_iter(input  wire [15:0] i_dividend,
                            input  wire [15:0] i_divisor,
                            input  wire [15:0] i_remainder,
                            input  wire [15:0] i_quotient,
                            output wire [15:0] o_dividend,
                            output wire [15:0] o_remainder,
                            output wire [15:0] o_quotient);
      wire [15:0] remainder_temp;
      assign remainder_temp = ((i_remainder << 1) | ((i_dividend >> 15) & 1));
      assign o_quotient     = (remainder_temp < i_divisor) ? (i_quotient << 1) : ((i_quotient << 1) | 1);
      assign o_remainder    = (remainder_temp < i_divisor) ? remainder_temp : (remainder_temp - i_divisor);
      assign o_dividend = i_dividend << 1;
endmodule
`timescale 1ns / 1ps
`default_nettype none
module lc4_alu(input wire [15:0] i_insn,
               input wire [15:0] i_pc,
               input wire [15:0] i_r1data,
               input wire [15:0] i_r2data,
               output wire [15:0] o_result);
    wire [15:0] sum;
    wire carry_out;
    reg [15:0] a, b, result;
    reg cin;
    cla16 cla16_instance (
        .a(a),
        .b(b),
        .cin(cin),
        .sum(sum)
    );
    wire [15:0] quotient, remainder;
    lc4_divider lc4_divider_instance (
        .i_dividend(a),
        .i_divisor(b),
        .o_remainder(remainder),
        .o_quotient(quotient)
    );
    always @(*) begin
        result = 16'h0000;
        a = 16'h0000;
        b = 16'h0000;
        cin = 0;
        case (i_insn[15:12])   
            4'b0000: begin   
                case (i_insn[11:9])
                    3'b000: begin  
                        a = i_pc;
                        b = {{7{i_insn[8]}}, i_insn[8:0]};
                        cin = 1;
                        result = sum;
                    end
                    3'b001: begin  
                        a = i_pc;
                        b = {{7{i_insn[8]}}, i_insn[8:0]};
                        cin = 1;
                        result = sum;
                    end
                    3'b010: begin  
                        a = i_pc;
                        b = {{7{i_insn[8]}}, i_insn[8:0]};
                        cin = 1;
                        result = sum;  
                    end
                    3'b011: begin  
                        a = i_pc;
                        b = {{7{i_insn[8]}}, i_insn[8:0]};
                        cin = 1;
                        result = sum; 
                    end
                    3'b100: begin  
                        a = i_pc;
                        b = {{7{i_insn[8]}}, i_insn[8:0]};
                        cin = 1;
                        result = sum; 
                    end
                    3'b101: begin  
                        a = i_pc;
                        b = {{7{i_insn[8]}}, i_insn[8:0]};
                        cin = 1;
                        result = sum; 
                    end
                    3'b110: begin  
                        a = i_pc;
                        b = {{7{i_insn[8]}}, i_insn[8:0]};
                        cin = 1;
                        result = sum;   
                    end
                    3'b111: begin  
                        a = i_pc;
                        b = {{7{i_insn[8]}}, i_insn[8:0]};
                        cin = 1;
                        result = sum; 
                    end
                endcase
            end
            4'b0001: begin   
                case (i_insn[5:3])
                    3'b000: begin  
                        a = i_r1data;
                        b = i_r2data;
                        cin = 0;
                        result = sum;
                    end
                    3'b001: begin  
                        result = i_r1data * i_r2data;
                    end
                    3'b010: begin  
                        a = i_r1data;
                        b = ~i_r2data;
                        cin = 1;
                        result = sum;
                    end
                    3'b011: begin  
                        a = i_r1data;
                        b = i_r2data;
                        result = quotient;
                    end
                    3'b100, 3'b101, 3'b110, 3'b111: begin  
                        a = i_r1data;
                        b = {{12{i_insn[4]}}, i_insn[3:0]}; 
                        cin = 0;
                        result = sum;
                    end
                endcase
            end
            4'b0010: begin   
                case (i_insn[8:7])
                    2'b00: begin  
                        a = i_r1data;
                        b = i_r2data;
                        if ($signed(a) > $signed(b)) begin
                            result = 16'h0001;  
                        end else if ($signed(a) < $signed(b)) begin
                            result = 16'hFFFF;  
                        end else begin
                            result = 16'h0000;  
                        end
                    end                
                    2'b01: begin  
                        result = (i_r1data > i_r2data) ? 16'h0001 : 
                                 (i_r1data < i_r2data) ? 16'hFFFF : 16'h0000;
                    end
                    2'b10: begin  
                        a = i_r1data;
                        b = {{10{i_insn[6]}}, i_insn[5:0]};
                        if ($signed(a) > $signed(b)) begin
                            result = 16'h0001;  
                        end else if ($signed(a) < $signed(b)) begin
                            result = 16'hFFFF;  
                        end else begin
                            result = 16'h0000;  
                        end
                    end
                    2'b11: begin  
                        result = (i_r1data < {i_insn[6:0]}) ? 16'hFFFF : 
                                 (i_r1data > {i_insn[6:0]}) ? 16'h0001 : 16'h0000;
                    end
                endcase
            end
            4'b0100: begin   
                case (i_insn[11])
                    1'b0: begin  
                        result = i_r1data;
                    end
                    1'b1: begin  
                        a = i_pc;
                        b = i_insn[10:0];
                        result = a & 16'h8000 | (b << 4);
                    end
                endcase
            end              
            4'b0101: begin   
                case (i_insn[5:3])
                    3'b000: begin  
                        result = i_r1data & i_r2data;
                    end
                    3'b001: begin  
                        result = ~i_r1data;
                    end
                    3'b010: begin  
                        result = i_r1data | i_r2data;
                    end
                    3'b011: begin  
                        result = i_r1data ^ i_r2data;
                    end
                    3'b100, 3'b101, 3'b110, 3'b111: begin  
                        a = i_r1data;
                        b = {{12{i_insn[4]}}, i_insn[3:0]}; 
                        result = a & b;
                    end
                endcase
            end
            4'b0110: begin   
                a = i_r1data;
                b = {{11{i_insn[5]}}, i_insn[4:0]};
                cin = 0;
                result = sum;
            end
            4'b0111: begin   
                a = i_r1data;
                b = {{11{i_insn[5]}}, i_insn[4:0]};
                cin = 0;
                result = sum;
            end
            4'b1000: begin   
                result = i_r1data;
            end            
            4'b1001: begin   
                result = {{7{i_insn[8]}}, i_insn[8:0]};
            end
            4'b1010: begin   
                case (i_insn[5:4])
                    2'b00: begin  
                        result = i_r1data << i_insn[3:0];
                    end
                    2'b01: begin  
                        result = ($signed(i_r1data) >>> (i_insn[3:0]));
                    end
                    2'b10: begin  
                        result = i_r1data >> i_insn[3:0];
                    end
                    2'b11: begin  
                        a = i_r1data;
                        b = i_r2data;
                        result = remainder;
                    end
                endcase
            end
            4'b1100: begin   
                case (i_insn[11])
                    1'b0: begin  
                        result = i_r1data;
                    end
                    1'b1: begin  
                        a = i_pc;
                        b = {{6{i_insn[10]}}, i_insn[9:0]};
                        cin = 1;
                        result = sum;
                    end
                endcase
            end            
            4'b1101: begin   
                result = (i_r1data & 16'h00FF) | (i_insn[7:0] << 8);
            end
            4'b1101: begin   
                result = (i_r1data & 16'h00FF) | (i_insn[7:0] << 8);
            end
            4'b1111: begin   
                result = 16'h8000 | i_insn[7:0];
            end
            default: begin
                result = 16'h0000;  
            end
        endcase
    end
    assign o_result = result;
endmodule
`timescale 1ns / 1ps
`default_nettype none
module gp1(input wire a, b,
           output wire g, p);
   assign g = a & b;
   assign p = a | b;
endmodule
module gp4(input wire [3:0] gin, pin,
           input wire cin,
           output wire gout, pout,
           output wire [2:0] cout);
   assign cout[0] = gin[0] | (pin[0] & cin);
   assign cout[1] = gin[1] | (pin[1] & gin[0]) | (pin[1] & pin[0] & cin);
   assign cout[2] = gin[2] | (pin[2] & gin[1]) | (pin[2] & pin[1] & gin[0]) | (pin[2] & pin[1] & pin[0] & cin);
   assign gout = gin[3] | (pin[3] & gin[2]) | (pin[3] & pin[2] & gin[1]) | (pin[3] & pin[2] & pin[1] & gin[0]);
   assign pout = pin[3] & pin[2] & pin[1] & pin[0];
endmodule
module cla16
  (input wire [15:0] a, b,
   input wire cin,
   output wire [15:0] sum);
   wire [15:0] g, p;   
   wire [4:0] g4, p4;  
   wire [15:0] carry;  
   genvar i;
   generate
      for (i = 0; i < 16; i = i + 1) begin : gen1
         gp1 gp1_inst (
            .a(a[i]),
            .b(b[i]),
            .g(g[i]),
            .p(p[i])
         );
      end
   endgenerate
   gp4 gp4_0 (.gin(g[3:0]), .pin(p[3:0]), .cin(cin), .gout(g4[0]), .pout(p4[0]), .cout(carry[2:0]));
   gp4 gp4_1 (.gin(g[7:4]), .pin(p[7:4]), .cin(carry[3]), .gout(g4[1]), .pout(p4[1]), .cout(carry[6:4]));
   gp4 gp4_2 (.gin(g[11:8]), .pin(p[11:8]), .cin(carry[7]), .gout(g4[2]), .pout(p4[2]), .cout(carry[10:8]));
   gp4 gp4_3 (.gin(g[15:12]), .pin(p[15:12]), .cin(carry[11]), .gout(g4[3]), .pout(p4[3]), .cout(carry[14:12]));
   gp4 gp4_second_level(
        .gin(g4[3:0]),
        .pin(p4[3:0]),
        .cin(cin),
        .gout(g4[4]),
        .pout(p4[4]),
        .cout({carry[11], carry[7], carry[3]})
   );
  assign carry[15] = g4[4] | p4[4] & cin;
  genvar k;
  generate
    for(k = 1; k < 16; k = k + 1) begin: gen2
      assign sum[k] = a[k] ^ b[k] ^ carry[k-1];
    end
  endgenerate 
  assign  sum[0] = a[0] ^ b[0] ^ cin;
endmodule
module gpn
  #(parameter N = 4)
  (input wire [N-1:0] gin, pin,
   input wire cin,
   output wire gout, pout,
   output wire [N-2:0] cout);
   genvar i;
   generate
      for (i = 0; i < N-1; i = i + 1) begin : gen_gpn
         assign cout[i] = gin[i] | (pin[i] & (i == 0 ? cin : cout[i-1]));
      end
   endgenerate
   assign gout = gin[N-1] | (pin[N-1] & cout[N-2]);
   assign pout = &pin; 
endmodule
</file>
<file path="run.sh">
#!/bin/bash
# OpenROAD 26Q1-2900-gdf79404cd8, Yosys 0.63+post, stock flow scripts
make -C /OpenROAD-flow-scripts/flow DESIGN_CONFIG=/design/flow/config.mk WORK_HOME=/design/flow/orfs finish
</file>
<file path="config.mk">
export PLATFORM = sky130hd
export DESIGN_NAME = lc4_alu
export DESIGN_NICKNAME = lc4_alu
export VERILOG_FILES = /design/flow/design.v
export SDC_FILE = /design/flow/constraint.sdc
export NUM_CORES = 4
export LEC_CHECK = 1
export CORE_UTILIZATION = 50
</file>
<file path="constraint.sdc">
current_design lc4_alu

set clk_period 86.3
set clk_io_pct 0.2

create_clock -name clk0 -period $clk_period

set non_clock_inputs [all_inputs -no_clocks]
set_input_delay [expr $clk_period * $clk_io_pct] -clock clk0 $non_clock_inputs
set_output_delay [expr $clk_period * $clk_io_pct] -clock clk0 [all_outputs]
</file>
==> results.sh <==
# source this file to load flow results
export IMPL_coreArea_um2=44600
export IMPL_crit_type="input port to output pin"
export IMPL_tightest_slew_ns=0.976
export IMPL_tns_ns=0
export IMPL_status="completed"
export IMPL_top_area_frac=0.202
export IMPL_whs_ns=35.61
export IMPL_grt_max_degree=58
export IMPL_grt_usage=0.392
export IMPL_yosysUniqueCellTypes=100
export IMPL_areaGrowthSynthToFinish_pct=7.43
export IMPL_worstHoldEndpoint="o_result[0]"
export IMPL_drtIter0Drc=2414
export IMPL_start_kind="input port"
export IMPL_critPathSlowestCell="clkdlybuf4s50_1"
export IMPL_die_h_um=216
export IMPL_period_used=0.874
export IMPL_drc=0
export IMPL_topCellsByArea="ha_1 20%, fa_1 8.7%, xnor2_1 5.4%, nor2_1 5.2%, nand2_1 5.1%"
export IMPL_synth_chip_area_um2=22900
export IMPL_hold_path_class="input port to output pin"
export IMPL_grt_pass1_vias=23307
export IMPL_post_cts_setup_buffers=0
export IMPL_yosys_warnings=2
export IMPL_chip_area_um2=46600
export IMPL_warnings=76
export IMPL_hold_depth=4
export IMPL_floorplan_core_util=0.512
export IMPL_synth_top_cell_by_count="ha_1"
export IMPL_wl_um=89600
export IMPL_regArea_um2=0
export IMPL_ant_nets=0
export IMPL_drive_gt1_frac=0.0597
export IMPL_port_buffers=80
export IMPL_critPathMaxStageDelay_ns=0.92
export IMPL_hold_buffers=0
export IMPL_ys_seq_frac=0
export IMPL_row_count=77
export IMPL_cap_violations=0
export IMPL_die_w_um=216
export IMPL_cp_required_ns=69.04
export IMPL_clockBufferCount=0
export IMPL_antenna_found_initial=2
export IMPL_relSlewSlack=0.344
export IMPL_fin_crit_ns=75.41
export IMPL_gp_congestion=1.05
export IMPL_dr_pass1_iters=7
export IMPL_cts_resized=0
export IMPL_grt_ovfl_total=0
export IMPL_synth_area_leader_cell="ha_1"
export IMPL_setup_viol=0
export IMPL_vias_per_cell=6.41
export IMPL_wire_per_inst_um=23.2
export IMPL_slew_viol_final=0
export IMPL_io_pins=80
export IMPL_avgSynthCellArea_um2=7.03
export IMPL_rsz0062_at_grt="no"
export IMPL_ys_cells=3252
export IMPL_synthCells=3252
export IMPL_critPathMostFrequentCell="o21ai_0"
export IMPL_vias=24765
export IMPL_worstPathMaxFanout=27
export IMPL_common_cells="369 x ha_1, 316 x nor2_1, 310 x nand2_1"
export IMPL_cp_data_arrival_time_ns=58.15
export IMPL_holdCritStartpoint="i_insn[5]"
export IMPL_netlist_area_um2=22900
export IMPL_dpl_hpwl_um=69400
export IMPL_final_core_util=0.550
export IMPL_flop_count=0
export IMPL_grt_pass1_wl_um=138000
export IMPL_fmax_mhz=13.3
export IMPL_hold_viol=0
export IMPL_end_kind="output pin"
-- through the flow --
stage | worst slack [ns] | area [µm²] | cells
after floorplan | 17.69 | 22900 | 3258
after global placement | 12.44 | 24500 | 3859
after detailed placement | 11.91 | 24500 | 3859
after CTS | 11.73 | 24500 | 3859
after global routing | 7.91 | 24500 | 3860
final | 10.89 | 24600 | 3863
-- cell families after synthesis --
family                     share of synthesized area
adders and majority gates                      0.289
and+or+nand+nor                                0.196
other                                       0.000164
AOI/OAI and AO/OA                              0.304
xor gates and xnor gates                      0.0858
muxes                                         0.0500
buffers and inverters                         0.0747
-- critical path, delay by kind of cell --
kind	cells	cell delay (ns)
simple gates	35	9.42
compound gates	69	20.29
buf+inv	11	3.33
fa+ha+maj	17	5.96
mux	4	1.79
-- per-layer routing --
metal / part of all wire / track usage
met1: 0.43 / 0.568
met2: 0.41 / 0.574
met3: 0.10 / 0.0844
met4: 0.049 / 0.152
met5: 0 / 0
-- layout by cell type (no fill, tap or decap), types with 72 or more instances in the layout --
master	count
ha_1	369
nor2_1	316
nand2_1	310
inv_1	282
o21ai_0	224
a21oi_1	223
xnor2_1	142
fa_1	99
a21o_1	85
xor2_1	82
buf_4	80
clkdlybuf4s50_1	76
nand3_1	72
nor3_1	72
-- worst max-delay path by stage --
stage / to / start / depth (start not counted) / slack (ns)
after CTS: o_result[5] / i_insn[13] / 136 / 11.73
after global routing: o_result[5] / i_insn[13] / 139 / 7.91
final: o_result[5] / i_insn[13] / 136 / 10.89
-- final cells by class --
class | instances | area (µm²)
timing repair buffer | 160 | 1380
fill | 4287 | 20100
antenna | 4 | 10.0
multi-input combinational | 2814 | 21300
inverter | 293 | 1100
tap | 592 | 741
